--- run.sh ---
#!/bin/bash
# OpenROAD 26Q1-2900-gdf79404cd8, Yosys 0.63+post, stock flow scripts
make -C /OpenROAD-flow-scripts/flow DESIGN_CONFIG=/design/flow/config.mk WORK_HOME=/design/flow/orfs finish
--- constraint.sdc ---
current_design counter

set clk_period 2.9
set clk_io_pct 0.2

create_clock -name clk0 -period $clk_period [get_ports {clk}]

set non_clock_inputs [all_inputs -no_clocks]
set_input_delay [expr $clk_period * $clk_io_pct] -clock clk0 $non_clock_inputs
set_output_delay [expr $clk_period * $clk_io_pct] -clock clk0 [all_outputs]
--- config.mk ---
export PLATFORM = sky130hd
export DESIGN_NAME = counter
export DESIGN_NICKNAME = counter
export VERILOG_FILES = /design/flow/design.v
export SDC_FILE = /design/flow/constraint.sdc
export NUM_CORES = 4
export LEC_CHECK = 1
export CORE_AREA = 10 10 70 70
export DIE_AREA = 0 0 80 80
--- design.v ---
module counter(clk, rst, count);
 input clk;
 input rst;
 output [6:0] count;
 reg [6:0] count_reg;
 always @(posedge clk or posedge rst) begin
  if (rst)
  count_reg <= 7'b0000000;
  else begin
    if (count_reg == 7'd100)
      count_reg <= 7'b0000000;
    else
      count_reg <= count_reg +1;
  end
 end
 assign count = count_reg;
 endmodule
==> impl_metrics.toml <==
# synthesis and place-and-route metrics
[min_path]
min_path_cells = 1
hold_class = "reg -> reg"

[yosys]
syn_area_per_cell_sq_um = 10.33
ys_area_sq_um = 320.3
numSynthFlops = 7
topCellsByArea = "dfrtp_1 (55%), ha_1 (7.8%), xnor2_1 (5.5%)"
syn_area_sq_um = 320.3
ys_types = 14
synth_seq_share = 0.5469
ys_cells = 31
top_area_cell = "dfrtp_1"
top_area_frac = 0.5469
syn_inst = 31
synth_warnings = 1

[critical_path]
cp_max_fo = 6
reg2regPathDepth = 5
cp.depth = 1
critPathKind = "reg -> out"
critPathTopFamily = "buffers and inverters"
start_kind = "flop"
cp_num_buf_inv = 1
slowest_stage = "clkdlybuf4s50_1"
cpPeakStageDelay_ns = 0.51
cp.arrival_ns = 1.21
cp.required_ns = 2.32
critPathCaptureType = "primary output"
path_cells = "clkdlybuf4s50_1"

[clock_network]
cts-root-buf = "clkbuf_4"
worstSkewPairLatency_ns = 0.25
cts_buffers = 3
cts_tree = "built"
cts_setup_buffers = 0
ctsHtreeMaxLevel = 1
cts_resized = 0
clock_path_buffers = 2
numClockSinks = 7
holdBufCountCts = 0
clk_pin_slew_ns = 0.05

[final_layout]
drive_gt1_frac = 0.09302
largest_reg_flops = 7
design_area_sq_um = 484.2
layout_top_cell = "clkdlybuf4s50_1"
final_cell_mix = "clkdlybuf4s50_1 (8), dfrtp_1 (7), inv_1 (3), nor2_1 (3), clkbuf_4 (3)"
combGateArea_sq_um = 133.9
fillers = 392
instances_no_fill = 89
final_core_util = 0.1418
seq_area_sq_um = 175.2
syn2layout_area_growth_pct = 51.17

[power]
p_sw_frac = 0.1879
switchingPower_mw = 0.03504
p_leak_nw = 0.1791
p_per_area_nw_per_um2 = 385.2
intPower_mw = 0.1515
pwr-share-seq = 0.525
peakVddDrop_uv = 136.2
p_clk_frac = 0.458
comb_power_share = 0.017

[timing]
rsz0062_at_grt = "no"
hold_viol_final = 0
fmax_mhz = 559.2
skew_ns = 0.004400
finalCriticalPeriod_ns = 1.788
min_period_over_period = 0.6166
max-slew-margin-rel = 0.6516
finalSetupTns_ns = 0
setup_viol = 0
finalMaxSlewViolations = 0
worst_pin_slew_ns = 0.5185

[grt]
antenna_found_initial = 0
grt_use_total = 0.02233
grt_pass1_wl_mm = 1.069
first_global_vias = 235
grt_remaining_overflow = 0
grt_max_degree = 8

[drt]
dr_total_vias = 249
avgViaCountPerCell = 2.798
wl_um = 684
first_iter_violations = 15
firstDrtPassIters = 2
post_drt_wl_per_cell_um = 7.685
antenna_left = 0
n_antenna_cell = 0
drc = 0

[place]
port_buffers = 8
dp.cells = 85
dp_hpwl_um = 565.7
place.gp.congestion = 0.7289
place_area_sq_um = 457.9

[floorplanning]
rows = 21
die_area_sq_um = 6400
core_util_floorplan = 0.09377
ios = 9
core_sq_um = 3416
die_height_um = 80
dieWidth_um = 80

[job]
warning_count = 26
cap_violations = 0

[outcome]
outcome = "complete, no violations"
==> metal layers <==
metal	track usage	vias to the layer above	share of wire
met3	0.02727	0	0.21
met5	0	-	0
li1	-	131	-
met4	0.003521	0	0
met2	0.02408	11	0.32
met1	0.02694	107	0.47
==> logic make-up (layout without fill, tap and decap cells) <==
family / count (synthesis) / in the layout / share of synthesized area
and+or+nand+nor: 12 / 12 / 0.1953
buffers and inverters: 3 / 15 / 0.03515
DFF: 7 / 7 / 0.5469
AOI/OAI and AO/OA: 4 / 4 / 0.06250
xor gates and xnor gates: 3 / 3 / 0.08205
adders and majority gates: 2 / 2 / 0.07811
==> cells in the mapped netlist <==
library cell and n:
o21ai_0 2, inv_1 3, xnor2_1 2, dfrtp_1 7, nand3_2 1, nand3_1 2
nor2_1 3, ha_1 2, or3_1 2, nor3_1 1, nand4_1 1, nand2_1 2
a21oi_1 2, xor2_1 1
==> metrics by stage <==
step                      total power, mW  setup slack, ns  hold WS, ns
after floorplan                    0.1010            1.696       0.3834
after global placement             0.1028            1.370       0.5235
after detailed placement           0.1028            1.360       0.5247
after CTS                          0.1910            1.081       0.5354
after global routing               0.1986            1.044       0.5626
final                              0.1865            1.112       0.5317
==> final cells by class <==
type | instances | area share
well taps | 46 | 0.1189
multi-input cells | 21 | 0.2765
inverters | 3 | 0.02326
repair buffers | 8 | 0.1654
flip-flops and latches | 7 | 0.3618
clock buffers | 4 | 0.05426
==> power by group through the flow <==
| stage | logic, mW | clock network, mW | registers (mW) |
|---|---|---|---|
| 4_1_cts | 0.00337 | 0.0898 | 0.0978 |
| 5_1_grt | 0.00389 | 0.0969 | 0.0977 |
| 6_report | 0.00322 | 0.0854 | 0.0979 |
==> worst paths after layout <==
check                             start      endpoint  slack (ns)
setup reg to reg           count_reg[0]  count_reg[5]        1.49
hold reg to reg            count_reg[0]  count_reg[0]        0.53
setup / recovery           count_reg[2]      count[2]        1.11
min in group asynchronous           rst  count_reg[3]        0.56
max in group asynchronous           rst  count_reg[6]        2.12
hold / removal             count_reg[0]  count_reg[0]        0.53
Power is estimated from default activity; no workload was simulated.
